==> flow/design.v <==
module debounce_button
(
  input  logic clk,
  input  logic aresetn,
  input logic unsigned [31:0] post_rising_edge_delay,    
  input logic unsigned [31:0] post_falling_edge_delay,   
  input logic unsigned [31:0] rising_edge_min_count,     
  input logic unsigned [31:0] falling_edge_min_count,    
  input  logic din_bounce,
  output logic dout_debounced
);
  typedef enum
  {
    SM_INIT,
    SM_GET_STARTING_STATE,
    SM_IS_DEASSERTED,
    SM_IS_ASSERTED,
    SM_DELAY_RISING_EDGE,
    SM_DELAY_FALLING_EDGE
  } state_t;
  state_t state;
  logic unsigned [31:0] delay_counter;
  logic unsigned [31:0] min_count_counter;
  always @ (posedge clk) begin
    if (aresetn == 0) begin
      dout_debounced  <= 0;
      state           <= SM_INIT;
    end
    else begin
      case (state)
        SM_INIT : begin
          state <= SM_GET_STARTING_STATE;
        end
        SM_GET_STARTING_STATE : begin
          if (din_bounce == 0) begin
            dout_debounced  <= 0;
            state           <= SM_IS_DEASSERTED;
          end
          else begin
            dout_debounced  <= 1;
            state           <= SM_IS_ASSERTED;
          end
          min_count_counter <= 0;
        end
        SM_IS_DEASSERTED : begin
          if (din_bounce == 1) begin
            if (min_count_counter == rising_edge_min_count-1) begin
              dout_debounced    <= 1;
              min_count_counter <= 0;
              delay_counter     <= 0;
              state             <= SM_DELAY_RISING_EDGE;
            end
            else begin
              min_count_counter <= min_count_counter + 1;
            end
          end
          else begin
            min_count_counter   <= 0;
          end
        end
        SM_IS_ASSERTED : begin
          if (din_bounce == 0) begin
            if (min_count_counter == falling_edge_min_count-1) begin
              dout_debounced    <= 0;
              min_count_counter <= 0;
              delay_counter     <= 0;
              state             <= SM_DELAY_FALLING_EDGE;
            end
            else begin
              min_count_counter <= min_count_counter + 1;
            end
          end
          else begin
            min_count_counter   <= 0;
          end
        end
        SM_DELAY_RISING_EDGE : begin
          if (delay_counter == post_rising_edge_delay-1) begin
            state         <= SM_IS_ASSERTED;
          end
          else begin
            delay_counter <= delay_counter + 1;
          end
        end
        SM_DELAY_FALLING_EDGE : begin
          if (delay_counter == post_falling_edge_delay-1) begin
            state         <= SM_IS_DEASSERTED;
          end
          else begin
            delay_counter <= delay_counter + 1;
          end
        end
        default : begin
        end
      endcase
    end
  end
endmodule
==> flow/run.sh <==
#!/bin/bash
# OpenROAD 26Q1-2900-gdf79404cd8, Yosys 0.63+post, stock flow scripts
make -C /OpenROAD-flow-scripts/flow DESIGN_CONFIG=/design/flow/config.mk WORK_HOME=/design/flow/orfs finish
==> flow/config.mk <==
export PLATFORM = sky130hd
export DESIGN_NAME = debounce_button
export DESIGN_NICKNAME = debounce_button
export VERILOG_FILES = /design/flow/design.v
export SDC_FILE = /design/flow/constraint.sdc
export NUM_CORES = 4
export LEC_CHECK = 1
export CORE_UTILIZATION = 50
==> flow/constraint.sdc <==
current_design debounce_button

set clk_period 13.8
set clk_io_pct 0.2

create_clock -name clk0 -period $clk_period [get_ports {clk}]

set non_clock_inputs [all_inputs -no_clocks]
set_input_delay [expr $clk_period * $clk_io_pct] -clock clk0 $non_clock_inputs
set_output_delay [expr $clk_period * $clk_io_pct] -clock clk0 [all_outputs]
==> impl_metrics.yaml <==
# flow metrics
placement:
  dp.cells: 1383
  io_buffers: 131
  gp_congestion: 0.9812
  dp_hpwl_um: 19550
clock_network:
  cts.reportedPaths.clkPinSlew_ns: 0.05
  clock-root-buffer: "clkbuf_16"
  numCtsBuffers: 9
  cts.sinks: 71
  htree_levels: 3
  clockBufferDepth: 2
  post_cts_buffers: 0
  ctsHoldBuffers: 0
  cts_tree: "yes"
  clock_latency_ns: 0.33
  cts_resized: 0
sta:
  setup_viol_count_final: 0
  final_max_slew_viol_count: 0
  slew_headroom: 0.4589
  tns_ns: 0
  period_minus_slack_ns: 7.090
  worst_clock_skew_ns: 0.005767
  fmax_ghz: 0.1410
  worst_pin_slew_ns: 0.8049
  post-route-period-util: 0.5138
  rsz0062_at_grt: "false"
  hold_violations: 0
floorplanning:
  dieWidth_um: 134.5
  num_rows: 48
  die_h_um: 134.5
  pin_count: 132
  fp-utilization: 0.5094
  fp.coreArea_mm2: 0.01724
  die_area_mm2: 0.01810
worst_hold_path:
  hp-start: "state[0]$_DFF_P_"
  min_path_type: "flip-flop to flip-flop"
  hold_path_depth: 1
  hold_end: "state[3]$_DFF_P_"
routing:
  first_iter_violations: 423
  wl_met3_um: 1036
  wl_met1_um: 10230
  dr.pass1.iters: 28
  vias_per_cell: 6.060
  drc: 0
  met2_length_um: 12550
  dr.max_layer_used: "met4"
  wl_per_cell_um: 17.64
  wirelength_um: 24680
  drtAntennaViolNets: 0
  diodes: 0
  vias: 8478
setup_path:
  end_kind: "flip-flop"
  worstPathArrival_ns: 7.07
  timing.rr.start: "delay_counter[24]$_SDFFCE_PN0P_"
  cp_max_fo: 32
  startpoint_type: "input pin"
  worst_ep_required_time_ns: 13.78
  r2r-end: "delay_counter[9]$_SDFFCE_PN0P_"
  rrSetupSlack_ns: 10.20
  reg2reg_depth: 9
  critPathKind: "input pin to flip-flop"
power:
  max-vdd-ir-drop_v: 0.00005197
  total_leakage_power_uw: 0.003176
  p_per_area_mw_per_mm2: 67.95
logic_synthesis:
  top_area_frac: 0.2189
  simple_gate_share: 0.3323
  yosys-top-cells-count: "110 x xnor2_1, 100 x xor2_1, 92 x nor2_1, 66 x nor3_1, 64 x edfxtp_1"
  yosys_cells: 1085
  synth_flops: 71
  syn_area_mm2: 0.008781
  synthArstFlopShare: 0
  ys_seq_share: 0.2348
  ys_sh_mux: 0.02166
  fa_ha_area_frac: 0.008549
  synth_cell_types: 83
  synthAoiAreaFrac: 0.1362
  synth.avg_cell_area_um2: 8.093
  logic_family: "simple AND/OR/NAND/NOR gates"
  synth_warnings: 1
  edf_count: 64
  ys_top_cells_by_area: "edfxtp_1 22%, xnor2_1 11%, xor2_1 10%"
  top_cell: "xnor2_1"
  ys_area_mm2: 0.008781
  top_area_cell: "edfxtp_1"
  flop_cell: "edfxtp_1"
  postSynthCellCount: 1085
  synthXorXnorAreaFrac: 0.2120
global_route:
  grt_pass1_wl_um: 38370
  grt_pass1_vias: 7649
  antenna_found_initial: 0
  grt_overflow: 0
  grt_max_degree: 33
  grt.total_usage: 0.2788
cells_and_area:
  layoutNonFillerInstCount: 1399
  drive_gt1_frac: 0.05877
  area.growth.synth_to_final_pct: 18.38
  fillers: 1565
job:
  max_cap_violations: 0
  tool_warnings: 26
status:
  status: "finished clean"
area by class of cell:
type	count	area, um^2	area share
Sequential cell	71	2062	0.1984
Clock buffer	10	229.0	0.02203
Tap cell	225	281.5	0.02708
Clock inverter	6	108.9	0.01047
Multi-Input combinational cell	925	6256	0.6018
Timing Repair Buffer	139	1371	0.1319
Inverter	23	86.33	0.008305
where the power goes:
group | total (uW) | internal, uW | switching [uW]
clock | 261 | 176 | 84.4
sequential | 266 | 245 | 21.4
combinational | 179 | 89.2 | 90.2
total | 706 | 510 | 196
worst max-delay path by stage:
| stage | startpoint | end | depth (start not counted) | slack (ns) |
|---|---|---|---|---|
| 5_1_grt | rising_edge_min_count[4] | delay_counter[9]$_SDFFCE_PN0P_ | 10 | 6.50 |
| 6_report | rising_edge_min_count[4] | delay_counter[9]$_SDFFCE_PN0P_ | 10 | 6.71 |
| 4_1_cts | rising_edge_min_count[4] | delay_counter[9]$_SDFFCE_PN0P_ | 10 | 6.81 |
kinds of logic after synthesis:
family	count (synthesis)
buffers and inverters	89
flip-flops	71
AND-OR/OR-AND	179
multiplexers	18
AND/OR/NAND/NOR	511
XOR/XNOR	211
adder cells (fa/ha/maj)	6
placed cells by master, fill, tap and decap left out, types with 9 or more instances in the layout:
cell type and n:
nor4_1 41, nand2b_1 11, a31oi_1 14, a21oi_1 55
or3_1 26, nor4b_1 10, and4_1 12, o21ai_0 27
clkbuf_16 9, nand4b_1 10, nand3_1 53, nand2_1 61
o211ai_1 11, or4_1 21, and3_1 17, nand4_1 29
mux2i_1 10, xor2_1 100, edfxtp_1 64, inv_1 23
clkdlybuf4s50_1 131, nor2_1 90, xnor2_1 110, nor3_1 66
registers in the layout, indices dropped and copies added, names as in the netlist:
register / cells
delay_counter: 32
min_count_counter: 32
state: 6
dout_debounced: 1
stage by stage:
stage	cell area (um^2)	hold slack [ns]	power, uW	utilization	worst slack (ns)
finish	10400	0.4308	706.3	0.6031	6.710
floorplan	8781	0.4118	369.8	-	7.316
CTS	10400	0.4336	709.5	0.6031	6.805
detailed placement	10060	0.4233	448.8	0.5835	6.487
global route	10400	0.4557	738.9	0.6031	6.500
global placement	10060	0.4170	448.9	0.5835	6.549
routing by layer:
| layer | global-route usage | vias to the layer above |
|---|---|---|
| li1 | - | 4233 |
| met1 | 0.3630 | 3967 |
| met2 | 0.4971 | 233 |
| met3 | 0.02567 | 45 |
| met4 | 0.09051 | 0 |
| met5 | 0 | - |
critical path, cell delays in order:
cell	delay, ns
clkdlybuf4s50_1	0.52
nor4_2	0.77
nand4_1	0.66
or3_2	0.64
mux2_2	0.24
a31oi_1	0.08
or4_4	0.55
o41ai_1	0.24
and4b_1	0.22
buf_4	0.37
Power is estimated from default activity; no workload was simulated.
