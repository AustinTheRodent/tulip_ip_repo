<file path="flow/config.mk">
export PLATFORM = sky130hd
export DESIGN_NAME = modulate_neg_pi_div2
export DESIGN_NICKNAME = modulate_neg_pi_div2
export VERILOG_FILES = /design/flow/design.v
export SDC_FILE = /design/flow/constraint.sdc
export NUM_CORES = 4
export LEC_CHECK = 1
export CORE_UTILIZATION = 50
</file>
<file path="flow/design.v">
module modulate_neg_pi_div2
#(
  parameter int G_DWIDTH = 24
)
(
  input  logic clk,
  input  logic reset,
  input  logic enable,
  input  logic [G_DWIDTH-1:0] din_re,
  input  logic [G_DWIDTH-1:0] din_im,
  input  logic                din_valid,
  output logic                din_ready,
  output logic [G_DWIDTH-1:0] dout_re,
  output logic [G_DWIDTH-1:0] dout_im,
  output logic                dout_valid,
  input  logic                dout_ready
);
  typedef enum
  {
    SM_INIT,
    SM_GET_INPUT,
    SM_SEND_OUTPUT
  } state_t;
  state_t state;
  logic unsigned [1:0] counter;
  logic [G_DWIDTH-1:0] din_re_store;
  logic [G_DWIDTH-1:0] din_im_store;
  always @ (posedge clk) begin
    if (reset == 1 || enable == 0) begin
      din_ready   <= 0;
      dout_valid  <= 0;
      counter     <= 0;
      state       <= SM_INIT;
    end
    else begin
      case (state)
        SM_INIT : begin
          din_ready <= 1;
          state     <= SM_GET_INPUT;
        end
        SM_GET_INPUT : begin
          if (din_valid & din_ready == 1) begin
            din_re_store  <= din_re;
            din_im_store  <= din_im;
            din_ready     <= 0;
            dout_valid    <= 1;
            state         <= SM_SEND_OUTPUT;
          end
        end
        SM_SEND_OUTPUT : begin
          if (dout_valid & dout_ready == 1) begin
            din_ready     <= 1;
            dout_valid    <= 0;
            counter       <= counter + 1;
            state         <= SM_GET_INPUT;
          end
        end
      endcase
    end
  end
  always_comb begin
    case (counter)
      0 : begin
        dout_re = din_re_store;
        dout_im = din_im_store;
      end
      1 : begin
        dout_re = din_im_store;
        dout_im = -signed'(din_re_store);
      end
      2 : begin
        dout_re = -signed'(din_re_store);
        dout_im = -signed'(din_im_store);
      end
      default : begin
        dout_re = -signed'(din_im_store);
        dout_im = din_re_store;
      end
    endcase
  end
endmodule
</file>
<file path="flow/constraint.sdc">
current_design modulate_neg_pi_div2

set clk_period 7.8
set clk_io_pct 0.2

create_clock -name clk0 -period $clk_period [get_ports {clk}]

set non_clock_inputs [all_inputs -no_clocks]
set_input_delay [expr $clk_period * $clk_io_pct] -clock clk0 $non_clock_inputs
set_output_delay [expr $clk_period * $clk_io_pct] -clock clk0 [all_outputs]
</file>
<file path="flow/run.sh">
#!/bin/bash
# OpenROAD 26Q1-2900-gdf79404cd8, Yosys 0.63+post, stock flow scripts
make -C /OpenROAD-flow-scripts/flow DESIGN_CONFIG=/design/flow/config.mk WORK_HOME=/design/flow/orfs finish
</file>
==> datasheet_impl.txt <==
Table: implementation figures

Parameter                              Value

Run status
  Result of the run .................. finished clean

Place
  Detailed Place HPWL .................. 8240 um
  Placer's final routability congestion estimate .................. 0.930
  Pre-CTS setup slack .................. 3.25 ns
  Cell count after placement .................. approximately 670
  DP Area .................. 0.00530 mm2
  I/O Buffers .................. between 100 and 150

Final timing
  Slew at the pin closest to its max-slew limit .................. between 0.8 and 0.9 ns
  Worst rel slew slack .................. 44.4%
  Clk_skew .................. 0.00732 ns
  Post-layout min period .................. 4.99 ns
  Unrepaired setup endpoints after global routing .................. no
  Number of max-slew violations in the final report .................. 0
  Slack of the critical path .................. 2.81 ns
  Total Neg Setup Slack .................. 0 ns
  Hold violation count in the final report .................. 0
  Max Clk Rate .................. roughly 200 MHz
  Setup-failing EPs final .................. 0
  Post-route clock period utilization .................. 64.0%
  Min Hold Slack .................. 0.471 ns

Synth
  AND/OR/NAND/NOR Cells, Area Fraction .................. between 20% and 30%
  Yosys xor share .................. 2.88%
  Commonest register cell after synthesis .................. edfxtp_1
  Summed standard-cell area reported by yosys .................. roughly 0.0043 mm2
  Top post-synthesis cells by count .................. 48 x edfxtp_1, 44 x nand2_1, 43 x nor2_1
  Top comb family, area .................. AND-OR/OR-AND gates
  Yosys adder share .................. 1.76%
  Synth flops .................. roughly 55
  Fraction of synthesis flops using an asynchronous set or reset pin .................. 0%
  Portion of netlist area occupied by mux cells .................. 1.91%
  Top post-synthesis cells by area .................. edfxtp_1 34%, a21oi_1 4.0%, nand2_1 3.9%
  EDFF count, synth .................. 48
  Cells after Synth .................. 499
  AND-OR/OR-AND share of the synthesized area .................. 28.4%
  Top cell type by instance count after synthesis .................. edfxtp_1
  Post-Synthesis Cell Area .................. about 0.0043 mm2
  Unique cell type count in the Yosys netlist .................. 65
  Number of warnings issued by yosys .................. 1
  Synth Seq Share .................. around 37%
  Cell type with the highest aggregate area in the netlist .................. edfxtp_1
  Yosys stat cell total .................. 499
  Average cell area after synthesis .................. 8.53 um2
  Synth top area share .................. ~34%

GRT
  Remaining global-route overflow .................. 0
  Global-route wire length before repair .................. 19,900 um
  Initial antenna violation count .................. 0
  Global-route total usage across every layer .................. 30.2%
  Via count of the first global-routing pass .................. 4,113
  Maximum number of pins on one net before global-route repair .................. 78

CTS
  Clock slew seen by the registers of the worst setup and hold paths .................. 0.11 ns
  Cell at the root of the clock tree .................. clkbuf_8
  Hold buffer count at CTS .................. 0
  Clock latency of the later-clocked register in the worst-skew pair .................. 0.32 ns
  Bufs on Longest Clock Path .................. 2
  PostCTS Resize Cnt .................. 0
  Clock H-tree levels .................. 2
  # Post-CTS Setup Buffers .................. 0
  Clock tree from TritonCTS .................. done
  CTS Sinks .................. 55
  CTS Buf Count .................. 5

Pwr
  VDD IR max .................. about 84 uV
  Part of the total power dissipated in combinational logic .................. 6.0%
  Clock power frac .................. 34.9%
  Internal power component .................. 433 uW
  PwrDens .................. slightly above 100 mW/mm2
  Psw .................. 113 uW
  Sum of internal, switching and leakage power .................. 546 uW
  Switching power as a share of total power .................. 20.8%
  Static Leak .................. between 1.5 and 2 nW
  Sequential fraction of design power .................. around three fifths

Critical path
  Type of the setup path with the least slack .................. reg2out
  Kind of launch point of the worst setup path .................. flip-flop
  Critical path data required time .................. 6.24 ns
  Highest net fanout along the worst path .................. 12
  Capturing element type of the critical path .................. output port
  Arrival time reported for the critical path endpoint .................. 3.43 ns

Finish
  Fraction of layout cells with a size suffix above 1 .................. 4.72%
  Post-route cell area .................. 0.00542 mm2
  Relative area change from synthesis to final layout .................. 27.4%
  Post-route non-filler standard cell count .................. 677
  Fin util .................. 65.9%
  Fillcell total .................. approximately 660

Detailed routing
  Wirelength, routed .................. 12,300 um
  Average wire per cell in the routed design .................. 18.1 um
  DRC .................. 0
  Via-per-instance ratio .................. 6.50
  Detail Route Antenna Nets .................. 0
  Iteration tally of the first detailed-router pass .................. 6
  Detailed-route via count .................. 4,403
  Ant diodes .................. 0
  Detailed router's first-iteration violation count .................. between 300 and 400

Run
  Max_cap viols .................. 0
  Number of warnings in the stage logs .................. 30

Floorplan
  Total die size .................. 0.00888 mm2
  Number of core rows .................. 33
  Die Height .................. 94.2 um
  Floorplan Core Area .................. 0.00822 mm2
  Number of primary I/O pins .................. 103
  Starting density of the core .................. between 50% and 60%
  Die boundary width .................. 94.2 um

Hold path
  Class of the most critical hold timing path .................. reg2reg
[power by group through the flow]
stage / combinational, mW / clock [mW] / sequential, mW
after CTS: 0.0330 / 0.194 / 0.323
after global routing: 0.0353 / 0.206 / 0.323
final: 0.0328 / 0.191 / 0.323
[cell families (layout without fill, tap and decap cells)]
family	after synthesis	after routing
adder cells (fa/ha/maj)	6	6
buffers and inverters	74	147
flip-flops	55	55
AND-OR/OR-AND	171	171
multiplexers	8	8
XOR/XNOR	14	14
AND/OR/NAND/NOR	171	171
[per-layer routing]
metal	vias up	wire length [um]	track usage [%]
li1	2095	-	-
met1	2015	5460	47.2
met2	278	5280	44.2
met3	15	1400	8.64
met4	0	124	4.36
met5	-	0	0
[worst max-delay path, cell delays in order (launching register included)]
cell	delay (ns)
edfxtp_1	0.54
nor4_2	0.52
nand2_1	0.41
o41ai_1	0.61
a31oi_1	0.16
a221oi_1	0.32
clkdlybuf4s50_1	0.53
[layout by cell type (no fill, tap or decap), drive strengths merged, types with 5 or more instances in the layout]
master         count
a311oi             7
nand3              9
inv               30
nor4              11
a31oi             12
a22oi             12
clkdlybuf4s50    102
dfxtp              7
or3                5
o21ai             26
nand2             44
and3               5
a21oi             34
o22ai              9
o31ai              5
a221oi            14
or4                8
o211ai             7
nor2              43
a222oi             9
mux2i              7
a221o              6
buf                8
nor3              18
clkbuf             6
nand4              8
ha                 6
xor2              10
edfxtp            48
[layout make-up]
cell class / instances / area, um2 / area share [%]
timing repair buffer: 110 / 1080 / 20.0
clock buffer: 6 / 93.8 / 1.73
multi-input combinational: 370 / 2400 / 44.3
sequential: 55 / 1580 / 29.2
tap: 105 / 131 / 2.42
clock inverter: 2 / 20.0 / 0.370
inverter: 29 / 109 / 2.01
[path summary, 6_finish.rpt]
kind / slack, ns / to / depth (start not counted) / from
setup / recovery: 2.81 / dout_im[17] / 6 / din_im_store[3]
hold reg to reg: 0.47 / state[2] / 2 / state[0]
hold / removal: 0.47 / state[2] / 2 / state[0]
setup reg to reg: 5.81 / din_im_store[14] / 3 / state[2]
[sequential cells by signal, summed over array words and instances (netlist names)]
| name | count |
|---|---|
| counter | 2 |
| din_re_store | 24 |
| dout_valid | 1 |
| state | 3 |
| din_ready | 1 |
| din_im_store | 24 |
Power and IR drop assume default switching activity.
