===== ./config.mk =====
export PLATFORM = sky130hd
export DESIGN_NAME = modulate_pi_div2
export DESIGN_NICKNAME = modulate_pi_div2
export VERILOG_FILES = /design/flow/design.v
export SDC_FILE = /design/flow/constraint.sdc
export NUM_CORES = 4
export LEC_CHECK = 1
export CORE_UTILIZATION = 30

===== ./constraint.sdc =====
current_design modulate_pi_div2

set clk_period 10.4
set clk_io_pct 0.2

create_clock -name clk0 -period $clk_period [get_ports {clk}]

set non_clock_inputs [all_inputs -no_clocks]
set_input_delay [expr $clk_period * $clk_io_pct] -clock clk0 $non_clock_inputs
set_output_delay [expr $clk_period * $clk_io_pct] -clock clk0 [all_outputs]

===== ./design.v =====
module modulate_pi_div2
#(
  parameter int G_DWIDTH = 24
)
(
  input  logic clk,
  input  logic reset,
  input  logic enable,
  input  logic [G_DWIDTH-1:0] din_re,
  input  logic [G_DWIDTH-1:0] din_im,
  input  logic                din_valid,
  output logic                din_ready,
  output logic [G_DWIDTH-1:0] dout_re,
  output logic [G_DWIDTH-1:0] dout_im,
  output logic                dout_valid,
  input  logic                dout_ready
);
  typedef enum
  {
    SM_INIT,
    SM_GET_INPUT,
    SM_SEND_OUTPUT
  } state_t;
  state_t state;
  logic unsigned [1:0] counter;
  logic [G_DWIDTH-1:0] din_re_store;
  logic [G_DWIDTH-1:0] din_im_store;
  always @ (posedge clk) begin
    if (reset == 1 || enable == 0) begin
      din_ready   <= 0;
      dout_valid  <= 0;
      counter     <= 0;
      state       <= SM_INIT;
    end
    else begin
      case (state)
        SM_INIT : begin
          din_ready <= 1;
          state     <= SM_GET_INPUT;
        end
        SM_GET_INPUT : begin
          if (din_valid & din_ready == 1) begin
            din_re_store  <= din_re;
            din_im_store  <= din_im;
            din_ready     <= 0;
            dout_valid    <= 1;
            state         <= SM_SEND_OUTPUT;
          end
        end
        SM_SEND_OUTPUT : begin
          if (dout_valid & dout_ready == 1) begin
            din_ready     <= 1;
            dout_valid    <= 0;
            counter       <= counter + 1;
            state         <= SM_GET_INPUT;
          end
        end
      endcase
    end
  end
  always_comb begin
    case (counter)
      0 : begin
        dout_re = din_re_store;
        dout_im = din_im_store;
      end
      1 : begin
        dout_re = -signed'(din_im_store);
        dout_im = din_re_store;
      end
      2 : begin
        dout_re = -signed'(din_re_store);
        dout_im = -signed'(din_im_store);
      end
      default : begin
        dout_re = din_im_store;
        dout_im = -signed'(din_re_store);
      end
    endcase
  end
endmodule

===== ./run.sh =====
#!/bin/bash
# OpenROAD 26Q1-2900-gdf79404cd8, Yosys 0.63+post, stock flow scripts
make -C /OpenROAD-flow-scripts/flow DESIGN_CONFIG=/design/flow/config.mk WORK_HOME=/design/flow/orfs finish

==> impl_metrics.json <==
{
  "status": "completed",
  "gr-total-overflow": 0,
  "netlist-cell-type-count": 64,
  "numCtsBuffers": 5,
  "largest_area_cell": "edfxtp_1",
  "n_fill_cell": 1373,
  "critPathLaunchType": "flop",
  "num_vias": 4482,
  "arrival_ns": 3.51,
  "hold_class": "reg2reg",
  "wl_um": 14400,
  "yosysMostFrequentCell": "nor2_1",
  "power_leakage_nw": 1.78,
  "area_delta_synth_final_pct": 28.7,
  "drv_cap": 0,
  "grtUsageMet3": 0.0268,
  "ys_chip_area_mm2": 0.00441,
  "synthCells": 517,
  "edf_count": 48,
  "busiest_layer": "met1",
  "ios": 103,
  "netlist_area_mm2": 0.00441,
  "cts.sinks": 55,
  "antenna_found_initial": 0,
  "area.sequential_mm2": 0.00158,
  "cts_root_buffer": "clkbuf_16",
  "critPathMaxFanout": 8,
  "core-area_mm2": 0.0141,
  "ys_async_sr_fraction": 0,
  "grt_pass1_wl_um": 22400,
  "hold_viol_final": 0,
  "use_met2": 0.274,
  "fin_hold_ws_ns": 0.484,
  "tns_ns": 0,
  "logic_area_mm2": 0.00254,
  "chip_area_mm2": 0.0152,
  "dr.pass1.iters": 8,
  "slew_headroom": 0.425,
  "dp_hpwl_um": 10000,
  "clock.fmax_mhz": 179,
  "drive_gt1_frac": 0.0598,
  "ys_top_cells_by_count": "nor2_1, edfxtp_1, a21oi_1, clkbuf_1, nand2_1",
  "worstSkewPairLatency_ns": 0.30,
  "ir_drop_uv": 65.6,
  "ys_warn_count": 1,
  "place_congestion": 0.890,
  "fin_skew_ns": 0.00262,
  "htree_num_levels": 2,
  "synth_top_area_share": 0.327,
  "via_per_inst": 5.86,
  "setup_viol_count_final": 0,
  "worst_slew_pin_slew_ns": 0.854,
  "power.density_mw_per_mm2": 78.9,
  "cts_tree": "done",
  "warnings": 28,
  "post_cts_resized": 0,
  "drc": 0,
  "ys_cells": 517,
  "floorplanUtilization": 0.313,
  "grtUsageMet1": 0.341,
  "die_y_um": 123,
  "crit_type": "reg2out",
  "cts_hold_buf": 0,
  "reg2reg_depth": 3,
  "drtIter0Drc": 590,
  "finalClockPeriodUsage": 0.537,
  "critPathCaptureType": "output pin",
  "whs_path_depth": 2,
  "total_power_mw": 0.448,
  "topCellsByArea": "edfxtp_1, a21oi_1, xnor2_1",
  "clk_path_buf_depth": 2,
  "avgSynthCellArea_um2": 8.53,
  "yosys.stat.seqShare": 0.359,
  "final_antenna_net_count": 0,
  "period_minus_slack_ns": 5.59,
  "clk_pin_slew_worst_paths_ns": 0.07,
  "cp.required_ns": 8.32,
  "routedWlPerCell_um": 18.8,
  "rsz0062_at_grt": "no",
  "finish.utilization": 0.403,
  "grt_usage": 0.200,
  "num_rows": 43,
  "die_x_um": 123,
  "grt_max_degree": 65,
  "numSynthFlops": 55,
  "post_cts_buffers": 0,
  "grt_pass1_vias": 4036,
  "antennaDiodeCount": 0,
  "maxSlewViolCount": 0,
  "flop_cell": "edfxtp_1",
  "portBuffers": 102
}
[cells by family (layout without fill, tap and decap cells)]
kind of cell,after synthesis,in the layout,synth area share
mux,11,11,0.0261
xor+xnor,30,30,0.0596
flops,55,55,0.359
compound gates,155,155,0.247
fa+ha+maj,6,6,0.0170
buf+inv,75,143,0.0684
simple gates,185,185,0.223
[metal layers]
metal | vias up | part of all wire | wire, um
met5 | - | 0 | 0
met4 | 0 | 0.023 | 326
met3 | 23 | 0.074 | 1060
met2 | 235 | 0.42 | 6030
met1 | 2086 | 0.48 | 6940
li1 | 2138 | - | -
[path summary, 6_finish.rpt]
kind / from / to / slack, ns
setup / recovery: din_re_store[1] / dout_re[22] / 4.81
hold / removal: state[0] / state[2] / 0.48
setup reg to reg: din_ready / din_im_store[19] / 8.76
hold reg to reg: state[0] / state[2] / 0.48
[power by group]
part	leakage (nW)	switching (mW)	internal, mW
logic	1.22	0.00577	0.0195
registers	0.489	0.00158	0.241
clock network	0.0805	0.0777	0.103
[critical path, cell delays in order, from the launching register on]
cell and delay [ns]:
edfxtp_1 0.47, inv_1 0.09, ha_1 0.23, nor4b_2 0.63, nand4_1 0.48, o21ai_0 0.43
a31oi_1 0.13, a211oi_1 0.23, clkdlybuf4s50_1 0.51
[through the flow]
stage	area [um2]	setup slack [ns]	cells
2_1_floorplan	4410	5.54	517
3_3_place_gp	5520	5.26	757
3_5_place_dp	5520	5.19	757
4_1_cts	5670	4.84	765
5_1_grt	5670	4.61	765
6_report	5670	4.81	765
[sequential cells by signal (all words and copies together), names as in the netlist]
signal,flops
din_re_store,24
dout_valid,1
counter,2
state,3
din_im_store,24
din_ready,1
[placed cells by master (no fill, tap or decap), types with 6 or more instances in the layout]
cell,netlist,final
clkdlybuf4s50_1,0,102
nand2_1,33,33
a21oi_1,44,44
nor3_1,17,17
inv_1,26,26
mux2i_1,7,7
xnor2_1,25,25
nand3_1,9,9
edfxtp_1,48,48
or3_1,9,9
a221oi_1,10,10
a221o_1,12,12
or4_1,11,11
o21ai_0,20,20
dfxtp_1,7,7
o31ai_1,6,6
a31oi_1,12,12
nand4_1,11,11
buf_4,0,7
nor2_1,54,53
a222oi_1,11,11
nor4_1,10,10
[area by class of cell]
| cell class | count | share of cell area |
|---|---|---|
| Clock inverter | 1 | 0.00110 |
| Inverter | 26 | 0.0172 |
| Tap cell | 180 | 0.0397 |
| Sequential cell | 55 | 0.279 |
| Timing Repair Buffer | 109 | 0.189 |
| Multi-Input combinational cell | 387 | 0.447 |
| Clock buffer | 7 | 0.0269 |
Power figures rest on the tool's default switching activity, not on a simulated workload.
