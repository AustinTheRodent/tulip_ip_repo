===== /design/flow/design.v =====
module wm8960_i2c
#(
  parameter int G_CLK_DIVIDER = 10
)
(
  input  logic        clk,
  input  logic        reset,
  input  logic        enable,
  input  logic [6:0]  din_device_address,
  input  logic        din_rd_wr,
  input  logic [6:0]  din_register_address,
  input  logic [8:0]  din_register_data,
  input  logic        din_valid,
  output logic        din_ready,
  output logic        i2c_sda_output,
  input  logic        i2c_sda_input,
  output logic        sda_is_output,
  output logic        i2c_sclk,
  output logic [8:0]  dout_register_data,
  output logic [2:0]  dout_acks_received,
  output logic        dout_valid,
  input  logic        dout_ready
);
  logic [7:0] transaction_stage;
  typedef enum
  {
    SM_init,
    SM_get_input,
    SM_start_transaction,
    SM_send_device_address,
    SM_send_rd_wr_bit,
    SM_send_register_address,
    SM_get_register_data_0,
    SM_get_register_data_N,
    SM_send_register_data_0,
    SM_send_register_data_N,
    SM_delay,
    SM_get_ack,
    SM_end_transaction,
    SM_output
  } state_t;
  state_t state;
  state_t next_state;
  logic unsigned [15:0] clk_delay_amount;
  logic unsigned [15:0] clk_divider_counter;
  logic unsigned [7:0] byte_counter;
  logic unsigned [7:0] ack_counter;
  localparam int C_DEV_ADDR_WIDTH = $bits(din_device_address);
  localparam int C_REG_ADDR_WIDTH = $bits(din_register_address);
  localparam int C_REG_DATA_WIDTH = $bits(din_register_data);
  logic [6:0]  device_address_store;
  logic        rd_wr_store;
  logic [6:0]  register_address_store;
  logic [8:0]  register_data_store;
  always @ (posedge clk) begin
    if ( reset == 1 || enable == 0 ) begin
      din_ready               <= 0;
      dout_valid              <= 0;
      sda_is_output           <= 1;
      i2c_sda_output          <= 1;
      i2c_sclk                <= 1;
      clk_divider_counter     <= 0;
      clk_delay_amount        <= 0;
      byte_counter            <= 0;
      ack_counter             <= 0;
      transaction_stage       <= 0;
      state                   <= SM_init;
      next_state              <= SM_init;
    end
    else begin
      case (state)
        SM_init : begin
          din_ready       <= 1;
          sda_is_output   <= 1;
          i2c_sda_output  <= 1;
          i2c_sclk        <= 1;
          state           <= SM_get_input;
        end
        SM_get_input : begin
          if ( din_valid == 1 && din_ready == 1 ) begin
            device_address_store    <= din_device_address;
            rd_wr_store             <= din_rd_wr;
            register_address_store  <= din_register_address;
            register_data_store     <= din_register_data;
            transaction_stage       <= 0;
            sda_is_output           <= 1;
            i2c_sda_output          <= 1;
            i2c_sclk                <= 1;
            din_ready               <= 0;
            state                   <= SM_start_transaction;
          end
        end
        SM_start_transaction : begin
          if ( transaction_stage == 0 ) begin
            sda_is_output     <= 1;
            i2c_sda_output    <= 1;
            i2c_sclk          <= 1;
            transaction_stage <= 1;
            clk_delay_amount  <= G_CLK_DIVIDER;
            state             <= SM_delay;
            next_state        <= SM_start_transaction;
          end
          else if ( transaction_stage == 1 ) begin
            sda_is_output     <= 1;
            i2c_sda_output    <= 0;
            i2c_sclk          <= 1;
            transaction_stage <= 2;
            clk_delay_amount  <= G_CLK_DIVIDER;
            state             <= SM_delay;
            next_state        <= SM_start_transaction;
          end
          else begin
            sda_is_output     <= 1;
            i2c_sda_output    <= 0;
            i2c_sclk          <= 0;
            transaction_stage <= 0;
            state             <= SM_send_device_address;
            next_state        <= SM_send_device_address;
          end
        end
        SM_end_transaction : begin
          if ( transaction_stage == 0 ) begin
            sda_is_output     <= 1;
            i2c_sda_output    <= 0;
            i2c_sclk          <= 0;
            transaction_stage <= 1;
            clk_delay_amount  <= G_CLK_DIVIDER;
            state             <= SM_delay;
            next_state        <= SM_end_transaction;
          end
          else if ( transaction_stage == 1 ) begin
            sda_is_output     <= 1;
            i2c_sda_output    <= 0;
            i2c_sclk          <= 1;
            transaction_stage <= 2;
            clk_delay_amount  <= G_CLK_DIVIDER;
            state             <= SM_delay;
            next_state        <= SM_end_transaction;
          end
          else begin
            sda_is_output     <= 1;
            i2c_sda_output    <= 1;
            i2c_sclk          <= 1;
            transaction_stage <= 0;
            clk_delay_amount  <= G_CLK_DIVIDER;
            state             <= SM_delay;
            next_state        <= SM_output;
          end
        end
        SM_send_device_address : begin
          if ( transaction_stage == 0 ) begin
            transaction_stage <= 1;
            clk_delay_amount  <= G_CLK_DIVIDER/2;
            state             <= SM_delay;
            next_state        <= SM_send_device_address;
          end
          else if ( transaction_stage == 1 ) begin
            sda_is_output     <= 1;
            i2c_sda_output    <= device_address_store[C_DEV_ADDR_WIDTH-byte_counter-1];
            transaction_stage <= 2;
            clk_delay_amount  <= G_CLK_DIVIDER/2;
            state             <= SM_delay;
            next_state        <= SM_send_device_address;
          end
          else if ( transaction_stage == 2 ) begin
            i2c_sclk          <= 1;
            transaction_stage <= 3;
            clk_delay_amount  <= G_CLK_DIVIDER;
            state             <= SM_delay;
            next_state        <= SM_send_device_address;
          end
          else begin
            i2c_sclk          <= 0;
            transaction_stage <= 0;
            if ( byte_counter == C_DEV_ADDR_WIDTH-1 ) begin
              byte_counter  <= 0;
              state         <= SM_send_rd_wr_bit;
            end
            else begin
              byte_counter  <= byte_counter + 1;
            end
          end
        end
        SM_send_rd_wr_bit : begin
          if ( transaction_stage == 0 ) begin
            transaction_stage <= 1;
            clk_delay_amount  <= G_CLK_DIVIDER/2;
            state             <= SM_delay;
            next_state        <= SM_send_rd_wr_bit;
          end
          else if ( transaction_stage == 1 ) begin
            sda_is_output     <= 1;
            i2c_sda_output    <= rd_wr_store;
            transaction_stage <= 2;
            clk_delay_amount  <= G_CLK_DIVIDER/2;
            state             <= SM_delay;
            next_state        <= SM_send_rd_wr_bit;
          end
          else if ( transaction_stage == 2 ) begin
            i2c_sclk          <= 1;
            transaction_stage <= 3;
            clk_delay_amount  <= G_CLK_DIVIDER;
            state             <= SM_delay;
            next_state        <= SM_send_rd_wr_bit;
          end
          else begin
            i2c_sclk          <= 0;
            transaction_stage <= 0;
            state             <= SM_get_ack;
          end
        end
        SM_send_register_address : begin
          if ( transaction_stage == 0 ) begin
            transaction_stage <= 1;
            clk_delay_amount  <= G_CLK_DIVIDER/2;
            state             <= SM_delay;
            next_state        <= SM_send_register_address;
          end
          else if ( transaction_stage == 1 ) begin
            sda_is_output     <= 1;
            i2c_sda_output    <= register_address_store[C_REG_ADDR_WIDTH-byte_counter-1];
            transaction_stage <= 2;
            clk_delay_amount  <= G_CLK_DIVIDER/2;
            state             <= SM_delay;
            next_state        <= SM_send_register_address;
          end
          else if ( transaction_stage == 2 ) begin
            i2c_sclk          <= 1;
            transaction_stage <= 3;
            clk_delay_amount  <= G_CLK_DIVIDER;
            state             <= SM_delay;
            next_state        <= SM_send_register_address;
          end
          else begin
            i2c_sclk          <= 0;
            transaction_stage <= 0;
            if ( byte_counter == C_REG_ADDR_WIDTH-1 ) begin
              byte_counter  <= 0;
              if ( rd_wr_store == 0 ) begin
                state     <= SM_send_register_data_0;
              end
              else begin
                state     <= SM_get_register_data_0;
              end
            end
            else begin
              byte_counter  <= byte_counter + 1;
            end
          end
        end
        SM_get_register_data_0 : begin
          if ( transaction_stage == 0 ) begin
            transaction_stage <= 1;
            clk_delay_amount  <= G_CLK_DIVIDER/2;
            state             <= SM_delay;
            next_state        <= SM_get_register_data_0;
          end
          else if ( transaction_stage == 1 ) begin
            sda_is_output     <= 0;
            transaction_stage <= 2;
            clk_delay_amount  <= G_CLK_DIVIDER/2;
            state             <= SM_delay;
            next_state        <= SM_get_register_data_0;
          end
          else if ( transaction_stage == 2 ) begin
            i2c_sclk          <= 1;
            transaction_stage <= 3;
            clk_delay_amount  <= G_CLK_DIVIDER/2;
            state             <= SM_delay;
            next_state        <= SM_get_register_data_0;
          end
          else if ( transaction_stage == 3 ) begin
            dout_register_data[C_REG_DATA_WIDTH-byte_counter-1] <= i2c_sda_input;
            transaction_stage <= 4;
            clk_delay_amount  <= G_CLK_DIVIDER/2;
            state             <= SM_delay;
            next_state        <= SM_get_register_data_0;
          end
          else begin
            i2c_sclk          <= 0;
            transaction_stage <= 0;
            byte_counter      <= byte_counter + 1;
            state             <= SM_get_ack;
          end
        end
        SM_get_register_data_N : begin
          if ( transaction_stage == 0 ) begin
            transaction_stage <= 1;
            clk_delay_amount  <= G_CLK_DIVIDER/2;
            state             <= SM_delay;
            next_state        <= SM_get_register_data_N;
          end
          else if ( transaction_stage == 1 ) begin
            sda_is_output     <= 0;
            transaction_stage <= 2;
            clk_delay_amount  <= G_CLK_DIVIDER/2;
            state             <= SM_delay;
            next_state        <= SM_get_register_data_N;
          end
          else if ( transaction_stage == 2 ) begin
            i2c_sclk          <= 1;
            transaction_stage <= 3;
            clk_delay_amount  <= G_CLK_DIVIDER/2;
            state             <= SM_delay;
            next_state        <= SM_get_register_data_N;
          end
          else if ( transaction_stage == 3 ) begin
            dout_register_data[C_REG_DATA_WIDTH-byte_counter-1] <= i2c_sda_input;
            transaction_stage <= 4;
            clk_delay_amount  <= G_CLK_DIVIDER/2;
            state             <= SM_delay;
            next_state        <= SM_get_register_data_N;
          end
          else begin
            i2c_sclk          <= 0;
            transaction_stage <= 0;
            if ( byte_counter == C_REG_DATA_WIDTH-1 ) begin
              byte_counter  <= 0;
              state         <= SM_get_ack;
            end
            else begin
              byte_counter  <= byte_counter + 1;
            end
          end
        end
        SM_send_register_data_0 : begin
          if ( transaction_stage == 0 ) begin
            transaction_stage <= 1;
            clk_delay_amount  <= G_CLK_DIVIDER/2;
            state             <= SM_delay;
            next_state        <= SM_send_register_data_0;
          end
          else if ( transaction_stage == 1 ) begin
            sda_is_output     <= 1;
            i2c_sda_output    <= register_data_store[C_REG_DATA_WIDTH-byte_counter-1];
            transaction_stage <= 2;
            clk_delay_amount  <= G_CLK_DIVIDER/2;
            state             <= SM_delay;
            next_state        <= SM_send_register_data_0;
          end
          else if ( transaction_stage == 2 ) begin
            i2c_sclk          <= 1;
            transaction_stage <= 3;
            clk_delay_amount  <= G_CLK_DIVIDER;
            state             <= SM_delay;
            next_state        <= SM_send_register_data_0;
          end
          else begin
            i2c_sclk          <= 0;
            transaction_stage <= 0;
            byte_counter      <= byte_counter + 1;
            state             <= SM_get_ack;
          end
        end
        SM_send_register_data_N : begin
          if ( transaction_stage == 0 ) begin
            transaction_stage <= 1;
            clk_delay_amount  <= G_CLK_DIVIDER/2;
            state             <= SM_delay;
            next_state        <= SM_send_register_data_N;
          end
          else if ( transaction_stage == 1 ) begin
            sda_is_output     <= 1;
            i2c_sda_output    <= register_data_store[C_REG_DATA_WIDTH-byte_counter-1];
            transaction_stage <= 2;
            clk_delay_amount  <= G_CLK_DIVIDER/2;
            state             <= SM_delay;
            next_state        <= SM_send_register_data_N;
          end
          else if ( transaction_stage == 2 ) begin
            i2c_sclk          <= 1;
            transaction_stage <= 3;
            clk_delay_amount  <= G_CLK_DIVIDER;
            state             <= SM_delay;
            next_state        <= SM_send_register_data_N;
          end
          else begin
            i2c_sclk          <= 0;
            transaction_stage <= 0;
            if ( byte_counter == C_REG_DATA_WIDTH-1 ) begin
              byte_counter  <= 0;
              state         <= SM_get_ack;
            end
            else begin
              byte_counter  <= byte_counter + 1;
            end
          end
        end
        SM_get_ack : begin
          if ( transaction_stage == 0 ) begin
            transaction_stage <= 1;
            clk_delay_amount  <= G_CLK_DIVIDER/2;
            state             <= SM_delay;
            next_state        <= SM_get_ack;
          end
          else if ( transaction_stage == 1 ) begin
            sda_is_output     <= 0;
            transaction_stage <= 2;
            clk_delay_amount  <= G_CLK_DIVIDER/2;
            state             <= SM_delay;
            next_state        <= SM_get_ack;
          end
          else if ( transaction_stage == 2 ) begin
            i2c_sclk          <= 1;
            transaction_stage <= 3;
            clk_delay_amount  <= G_CLK_DIVIDER/2;
            state             <= SM_delay;
            next_state        <= SM_get_ack;
          end
          else if ( transaction_stage == 3 ) begin
            dout_acks_received[ack_counter] <= ~i2c_sda_input;
            transaction_stage <= 4;
            clk_delay_amount  <= G_CLK_DIVIDER/2;
            state             <= SM_delay;
            next_state        <= SM_get_ack;
          end
          else begin
            i2c_sclk          <= 0;
            transaction_stage <= 0;
            if ( ack_counter == 0 ) begin
              ack_counter <= 1;
              state       <= SM_send_register_address;
            end
            else if ( ack_counter == 1 ) begin
              ack_counter <= 2;
              if ( rd_wr_store == 0 ) begin
                state     <= SM_send_register_data_N;
              end
              else begin
                state     <= SM_get_register_data_N;
              end
            end
            else begin
              ack_counter <= 0;
              state       <= SM_end_transaction;
            end
          end
        end
        SM_delay : begin
          if ( clk_divider_counter == clk_delay_amount-1 ) begin
            clk_divider_counter <= 0;
            state               <= next_state;
          end
          else begin
            clk_divider_counter <= clk_divider_counter + 1;
          end
        end
        SM_output : begin
          if ( dout_valid == 1 && dout_ready == 1 ) begin
			din_ready	<= 1;
            dout_valid  <= 0;
            state       <= SM_get_input;
          end
		  else begin
			dout_valid	<= 1;
		  end
        end
        default : begin
        end
      endcase
    end
  end
endmodule

===== /design/flow/run.sh =====
#!/bin/bash
# OpenROAD 26Q1-2900-gdf79404cd8, Yosys 0.63+post, stock flow scripts
make -C /OpenROAD-flow-scripts/flow DESIGN_CONFIG=/design/flow/config.mk WORK_HOME=/design/flow/orfs finish

===== /design/flow/constraint.sdc =====
current_design wm8960_i2c

set clk_period 4.6
set clk_io_pct 0.2

create_clock -name clk0 -period $clk_period [get_ports {clk}]

set non_clock_inputs [all_inputs -no_clocks]
set_input_delay [expr $clk_period * $clk_io_pct] -clock clk0 $non_clock_inputs
set_output_delay [expr $clk_period * $clk_io_pct] -clock clk0 [all_outputs]

===== /design/flow/config.mk =====
export PLATFORM = sky130hd
export DESIGN_NAME = wm8960_i2c
export DESIGN_NICKNAME = wm8960_i2c
export VERILOG_FILES = /design/flow/design.v
export SDC_FILE = /design/flow/constraint.sdc
export NUM_CORES = 4
export LEC_CHECK = 1
export CORE_UTILIZATION = 30

==> changes_impl.md <==
## Implementation

* Status: finished, final reports clean
* RR Startpoint: byte_counter[1]
* Worst Skew at 0.00671 ns
* Total CTS buffers at 9
* Die ar. at 21,900 um^2
* Gr usage total at 13.9%
* Number of nets with antenna violations after routing at 0
* Core Box Area at 21,000 um^2
* Dominant flop cell: dfxtp_1
* Finished Cell Area at 7500 um^2
* PwrDens at 275 nW/um^2
* GR Util met1 at 23.0%
* Vias in the first global route at 4,686
* Pre-Place Util at 30.6%
* CTS Buffer Depth at 2
* Launch point of the critical path: byte_counter[1]
* Clock sink total at 110
* CTS clk-pin slew, worst paths at 0.08 ns
* Ys flops at 110
* Pin count of the biggest net entering global routing at 38
* Worst slew margin at 45.1%
* Drt first-iter violations at 300
* Critical Path Sink: dout_register_data[4]
* Internal Power at 0.00155 W
* FF-to-FF path depth at 15
* Required @ worst endpoint at 4.71 ns
* Crit path DAT at 4.36 ns
* RR Endpoint: dout_register_data[4]
* I/O pin cnt at 47
* Period utilisation layout at 92.3%
* DR pass1 iterations at 5
* Psw at 0.000516 W
* Most frequent logic cell in the layout: dfxtp_1
* Initial antenna violation count at 0
* Routed vias/inst at 5.10
* Critical Path Start Type: flop
* Post-Syn Instances at 703
* Synthesized cell area at 6410 um^2
* RSZ-0062 raised after global routing: false
* Placed cell area at 7170 um^2
* Final-report hold violation count at 0
* Post-Route Setup TNS at 0 ns
* Die X at 148 um
* DR WL/cell at 14.4 um
* Placed wire-length estimate at 10,500 um
* Ys cells at 703
* Critical path class: flop to flop
* Ys async rst share at 0%
* Worst hold path type: flop to flop
* Hold Slack at 0.461 ns
* Die H at 148 um
* Clock Latency Late Sink at 0.36 ns
* Routed WL at 14,700 um
* Rows at 53
* Slew Viols, Final at 0
* Syn Area/Cell at 9.11 um^2
* Worst-path maximum fanout at 9
* Root Driver: clkbuf_16
* Number of port buffers at 46
* Max Clock Freq at 0.235 GHz
* Clock share of power at 39.3%
* Grt met2 use at 20.3%
* Synth Warn # at 1
* Most common logic cells in the final layout: dfxtp_1, nor2_1, nand2_1
* Gp weighted congestion at 0.874
* Antenna diodes at 0
* Layout cell share with drive strength beyond 1 at 8.46%
* EDFF count, synth at 36
* Final setup viols at 0
* Least-Margin Pin Slew at 0.817 ns
* Global routing usage on met3 at 2.07%
* Max-cap violations at 0
* Top Usage Layer GRT: met1
* Placed Cells at 1,002
* Peak supply drop at 202 uV
* First-pass GRT wire length at 24,400 um
* Non-filler cells in the finished layout at 1,020
* Distinct lib cells at 79
* Vias at 5,197
* Tool warning count at 37
* Yosys synthesis chip area at 6410 um^2
* Combinational share of power at 11.3%
* Synth-to-layout area growth at 17.0%
* Gr ovfl total at 0
* Post-Route Utilization at 35.8%
* CTS tree: done
* Post-synth seq share at 40.0%
* Endpoint class of the critical path: flop
* DRC Markers at 0
* Flop2flop setup slack at 0.35 ns
* Switching share of power at 25.0%
* Post-layout minimum cycle time at 4.25 ns
* Reg power frac at 49.4%
* LEAKAGE at 2.55 nW
* H-tree depth at 3
[sequential cells by signal (all words and copies together) (netlist names), 4 cells and up]
signal	cells
state	32
clk_divider_counter	16
dout_register_data	9
register_data_store	9
byte_counter	8
device_address_store	7
register_address_store	7
transaction_stage	5
next_state	4
[synth_stat cells (all sizes together) (4+ instances only)]
library cell,instances,area [um^2]
a211o,5,43.8
a211oi,6,45.0
a21oi,42,210
a221oi,4,52.6
a31oi,7,43.8
and2,35,219
and3,7,43.8
buf,12,68.8
clkbuf,25,93.8
dfxtp,74,1480
edfxtp,36,1080
ha,26,325
inv,20,75.1
mux2,11,124
mux2i,8,80.1
mux4,4,90.1
nand2,48,180
nand2b,12,75.1
nand3,30,150
nand3b,11,82.6
nand4,21,144
nand4b,8,70.1
nor2,65,251
nor2b,12,75.1
nor3,16,91.3
nor4,18,131
nor4b,4,35.0
o21a,5,37.5
o21ai,35,175
o31ai,6,45.0
or3,11,73.8
xnor2,14,130
xor2,15,139
[power groups by stage]
stage | logic [W] | clock network, W | registers [W]
finish | 0.000233 | 0.000811 | 0.00102
global route | 0.000256 | 0.000873 | 0.00102
CTS | 0.000232 | 0.000848 | 0.00102
[routing by layer]
layer / up-vias / wire, um
met5: - / 0
met4: 0 / 165
met3: 11 / 716
met2: 117 / 6350
met1: 2422 / 7450
li1: 2647 / -
[cell type report]
cell class | instances | area [um^2]
fill | 2140 | 13500
tap | 275 | 344
timing repair buffer | 63 | 588
clock inverter | 6 | 76.3
multi-input combinational | 536 | 3620
clock buffer | 10 | 230
inverter | 20 | 75.1
sequential | 110 | 2560
[worst min path at each step]
stage | start | to | slack [ns] | cells past startpoint
4_1_cts | state[20] | state[20] | 0.46 | 1
5_1_grt | state[24] | state[24] | 0.48 | 1
6_report | state[18] | state[18] | 0.46 | 1
[per-stage QoR]
stage	worst slack (ns)	total power [W]
floorplan	0.171	0.00119
global placement	0.275	0.00128
detailed placement	0.133	0.00127
CTS	0.109	0.00210
global route	0.0219	0.00215
finish	0.352	0.00207
[worst max-delay path, stage by stage, from the launching register on]
cell and delay [ns]:
dfxtp_1 0.33, inv_1 0.09, ha_1 0.32, or2_1 0.24
a2111o_1 0.48, a211oi_1 0.32, o2bb2ai_2 0.21, or2b_1 0.26
ha_1 0.29, nor4b_1 0.31, nand3_1 0.12, a41oi_1 0.20
nor2b_1 0.16, a211o_2 0.21, nand4_1 0.13, mux2_1 0.33
[cells by family after synthesis]
family	after synthesis	synth area share [%]
simple gates	310	26.8
flops	110	40.0
compound gates	148	15.6
mux	23	4.59
buf+inv	57	3.71
fa+ha+maj	26	5.08
xor+xnor	29	4.20
[timing repair]
item                                    in CTS  in global routing
buffers inserted                             0                  2
endpoints found under the setup margin       0                  9
hold buffers                                 0                  0
gates resized                                0                  3
No activity file was given, so power comes from the tool's default toggle rates.
