==> /design/flow/design.v <==
module mcp3221_i2c_core
#(
  parameter int G_CLK_DIVIDER = 10
)
(
  input  logic        clk,
  input  logic        reset,
  input  logic [6:0]  din_device_address,
  input  logic        din_valid,
  output logic        din_ready,
  output logic        i2c_sda_output,
  input  logic        i2c_sda_input,
  output logic        sda_is_output,
  output logic        i2c_sclk,
  output logic [15:0] dout_register_data,
  output logic [2:0]  dout_acks_received,
  output logic        dout_valid,
  input  logic        dout_ready
);
  logic [7:0] transaction_stage;
  typedef enum
  {
    SM_init,
    SM_get_input,
    SM_start_transaction,
    SM_send_device_address,
    SM_send_rd_wr_bit,
    SM_get_register_data_N,
    SM_delay,
    SM_get_ack,
    SM_send_ack,
    SM_end_transaction,
    SM_output
  } state_t;
  state_t state;
  state_t next_state;
  logic unsigned [15:0] clk_delay_amount;
  logic unsigned [15:0] clk_divider_counter;
  logic unsigned [7:0] byte_counter;
  logic unsigned [7:0] data_counter;
  logic unsigned [7:0] ack_counter;
  localparam int C_DEV_ADDR_WIDTH = $bits(din_device_address);
  localparam int C_REG_DATA_WIDTH = $bits(dout_register_data);
  logic [$bits(din_device_address)-1:0] device_address_store;
  always @ (posedge clk) begin
    if ( reset == 1 ) begin
      din_ready               <= 0;
      dout_valid              <= 0;
      sda_is_output           <= 1;
      i2c_sda_output          <= 1;
      i2c_sclk                <= 1;
      clk_divider_counter     <= 0;
      clk_delay_amount        <= 0;
      byte_counter            <= 0;
      data_counter            <= 0;
      ack_counter             <= 0;
      transaction_stage       <= 0;
      state                   <= SM_init;
      next_state              <= SM_init;
    end
    else begin
      case (state)
        SM_init : begin
          din_ready       <= 1;
          sda_is_output   <= 1;
          i2c_sda_output  <= 1;
          i2c_sclk        <= 1;
          state           <= SM_get_input;
        end
        SM_get_input : begin
          if ( din_valid == 1 && din_ready == 1 ) begin
            device_address_store    <= din_device_address;
            transaction_stage       <= 0;
            sda_is_output           <= 1;
            i2c_sda_output          <= 1;
            i2c_sclk                <= 1;
            din_ready               <= 0;
            state                   <= SM_start_transaction;
          end
        end
        SM_start_transaction : begin
          if ( transaction_stage == 0 ) begin
            sda_is_output     <= 1;
            i2c_sda_output    <= 1;
            i2c_sclk          <= 1;
            transaction_stage <= 1;
            clk_delay_amount  <= G_CLK_DIVIDER;
            state             <= SM_delay;
            next_state        <= SM_start_transaction;
          end
          else if ( transaction_stage == 1 ) begin
            sda_is_output     <= 1;
            i2c_sda_output    <= 0;
            i2c_sclk          <= 1;
            transaction_stage <= 2;
            clk_delay_amount  <= G_CLK_DIVIDER;
            state             <= SM_delay;
            next_state        <= SM_start_transaction;
          end
          else begin
            sda_is_output     <= 1;
            i2c_sda_output    <= 0;
            i2c_sclk          <= 0;
            transaction_stage <= 0;
            state             <= SM_send_device_address;
            next_state        <= SM_send_device_address;
          end
        end
        SM_end_transaction : begin
          if ( transaction_stage == 0 ) begin
            sda_is_output     <= 1;
            i2c_sda_output    <= 0;
            i2c_sclk          <= 0;
            transaction_stage <= 1;
            clk_delay_amount  <= G_CLK_DIVIDER;
            state             <= SM_delay;
            next_state        <= SM_end_transaction;
          end
          else if ( transaction_stage == 1 ) begin
            sda_is_output     <= 1;
            i2c_sda_output    <= 0;
            i2c_sclk          <= 1;
            transaction_stage <= 2;
            clk_delay_amount  <= G_CLK_DIVIDER;
            state             <= SM_delay;
            next_state        <= SM_end_transaction;
          end
          else begin
            sda_is_output     <= 1;
            i2c_sda_output    <= 1;
            i2c_sclk          <= 1;
            transaction_stage <= 0;
            clk_delay_amount  <= G_CLK_DIVIDER;
            state             <= SM_delay;
            next_state        <= SM_output;
          end
        end
        SM_send_device_address : begin
          if ( transaction_stage == 0 ) begin
            transaction_stage <= 1;
            clk_delay_amount  <= G_CLK_DIVIDER/2;
            state             <= SM_delay;
            next_state        <= SM_send_device_address;
          end
          else if ( transaction_stage == 1 ) begin
            sda_is_output     <= 1;
            i2c_sda_output    <= device_address_store[C_DEV_ADDR_WIDTH-byte_counter-1];
            transaction_stage <= 2;
            clk_delay_amount  <= G_CLK_DIVIDER/2;
            state             <= SM_delay;
            next_state        <= SM_send_device_address;
          end
          else if ( transaction_stage == 2 ) begin
            i2c_sclk          <= 1;
            transaction_stage <= 3;
            clk_delay_amount  <= G_CLK_DIVIDER;
            state             <= SM_delay;
            next_state        <= SM_send_device_address;
          end
          else begin
            i2c_sclk          <= 0;
            transaction_stage <= 0;
            if ( byte_counter == C_DEV_ADDR_WIDTH-1 ) begin
              byte_counter  <= 0;
              data_counter  <= 0;
              state         <= SM_send_rd_wr_bit;
            end
            else begin
              byte_counter  <= byte_counter + 1;
            end
          end
        end
        SM_send_rd_wr_bit : begin
          if ( transaction_stage == 0 ) begin
            transaction_stage <= 1;
            clk_delay_amount  <= G_CLK_DIVIDER/2;
            state             <= SM_delay;
            next_state        <= SM_send_rd_wr_bit;
          end
          else if ( transaction_stage == 1 ) begin
            sda_is_output     <= 1;
            i2c_sda_output    <= 1;
            transaction_stage <= 2;
            clk_delay_amount  <= G_CLK_DIVIDER/2;
            state             <= SM_delay;
            next_state        <= SM_send_rd_wr_bit;
          end
          else if ( transaction_stage == 2 ) begin
            i2c_sclk          <= 1;
            transaction_stage <= 3;
            clk_delay_amount  <= G_CLK_DIVIDER;
            state             <= SM_delay;
            next_state        <= SM_send_rd_wr_bit;
          end
          else begin
            i2c_sclk          <= 0;
            transaction_stage <= 0;
            state             <= SM_get_ack;
          end
        end
        SM_get_register_data_N : begin
          if ( transaction_stage == 0 ) begin
            transaction_stage <= 1;
            clk_delay_amount  <= G_CLK_DIVIDER/2;
            state             <= SM_delay;
            next_state        <= SM_get_register_data_N;
          end
          else if ( transaction_stage == 1 ) begin
            sda_is_output     <= 0;
            transaction_stage <= 2;
            clk_delay_amount  <= G_CLK_DIVIDER/2;
            state             <= SM_delay;
            next_state        <= SM_get_register_data_N;
          end
          else if ( transaction_stage == 2 ) begin
            i2c_sclk          <= 1;
            transaction_stage <= 3;
            clk_delay_amount  <= G_CLK_DIVIDER/2;
            state             <= SM_delay;
            next_state        <= SM_get_register_data_N;
          end
          else if ( transaction_stage == 3 ) begin
            dout_register_data[C_REG_DATA_WIDTH-data_counter-1] <= i2c_sda_input;
            transaction_stage <= 4;
            clk_delay_amount  <= G_CLK_DIVIDER/2;
            state             <= SM_delay;
            next_state        <= SM_get_register_data_N;
          end
          else begin
            i2c_sclk          <= 0;
            transaction_stage <= 0;
            if ( byte_counter == 8-1 ) begin
              byte_counter  <= 0;
              state         <= SM_send_ack;
            end
            else begin
              byte_counter  <= byte_counter + 1;
            end
            data_counter  <= data_counter + 1;
          end
        end
        SM_send_ack : begin
          if ( transaction_stage == 0 ) begin
            transaction_stage <= 1;
            clk_delay_amount  <= G_CLK_DIVIDER/2;
            state             <= SM_delay;
            next_state        <= SM_send_ack;
          end
          else if ( transaction_stage == 1 ) begin
            sda_is_output     <= 1;
            if (ack_counter == 2) begin
              i2c_sda_output  <= 1;
            end
            else begin
              i2c_sda_output  <= 0;
            end
            transaction_stage <= 2;
            clk_delay_amount  <= G_CLK_DIVIDER/2;
            state             <= SM_delay;
            next_state        <= SM_send_ack;
          end
          else if ( transaction_stage == 2 ) begin
            i2c_sclk          <= 1;
            transaction_stage <= 3;
            clk_delay_amount  <= G_CLK_DIVIDER;
            state             <= SM_delay;
            next_state        <= SM_send_ack;
          end
          else begin
            i2c_sclk          <= 0;
            transaction_stage <= 0;
            if ( ack_counter == 0 ) begin
              ack_counter <= 1;
              state       <= SM_get_register_data_N;
            end
            else if ( ack_counter == 1 ) begin
              ack_counter <= 2;
              state       <= SM_get_register_data_N;
            end
            else begin
              ack_counter <= 0;
              state       <= SM_end_transaction;
            end
          end
        end
        SM_get_ack : begin
          if ( transaction_stage == 0 ) begin
            transaction_stage <= 1;
            clk_delay_amount  <= G_CLK_DIVIDER/2;
            state             <= SM_delay;
            next_state        <= SM_get_ack;
          end
          else if ( transaction_stage == 1 ) begin
            sda_is_output     <= 0;
            transaction_stage <= 2;
            clk_delay_amount  <= G_CLK_DIVIDER/2;
            state             <= SM_delay;
            next_state        <= SM_get_ack;
          end
          else if ( transaction_stage == 2 ) begin
            i2c_sclk          <= 1;
            transaction_stage <= 3;
            clk_delay_amount  <= G_CLK_DIVIDER/2;
            state             <= SM_delay;
            next_state        <= SM_get_ack;
          end
          else if ( transaction_stage == 3 ) begin
            dout_acks_received[ack_counter] <= ~i2c_sda_input;
            transaction_stage <= 4;
            clk_delay_amount  <= G_CLK_DIVIDER/2;
            state             <= SM_delay;
            next_state        <= SM_get_ack;
          end
          else begin
            i2c_sclk          <= 0;
            transaction_stage <= 0;
            if ( ack_counter == 0 ) begin
              ack_counter <= 1;
              state       <= SM_get_register_data_N;
            end
            else if ( ack_counter == 1 ) begin
              ack_counter <= 2;
              state       <= SM_get_register_data_N;
            end
            else begin
              ack_counter <= 0;
              state       <= SM_end_transaction;
            end
          end
        end
        SM_delay : begin
          if ( clk_divider_counter == clk_delay_amount-1 ) begin
            clk_divider_counter <= 0;
            state               <= next_state;
          end
          else begin
            clk_divider_counter <= clk_divider_counter + 1;
          end
        end
        SM_output : begin
          if ( dout_valid == 1 && dout_ready == 1 ) begin
            din_ready 	<= 1;
            dout_valid  <= 0;
            state       <= SM_get_input;
          end
          else begin
            dout_valid	<= 1;
          end
        end
        default : begin
        end
      endcase
    end
  end
endmodule
==> /design/flow/run.sh <==
#!/bin/bash
# OpenROAD 26Q1-2900-gdf79404cd8, Yosys 0.63+post, stock flow scripts
make -C /OpenROAD-flow-scripts/flow DESIGN_CONFIG=/design/flow/config.mk WORK_HOME=/design/flow/orfs finish
==> /design/flow/config.mk <==
export PLATFORM = sky130hd
export DESIGN_NAME = mcp3221_i2c_core
export DESIGN_NICKNAME = mcp3221_i2c_core
export VERILOG_FILES = /design/flow/design.v
export SDC_FILE = /design/flow/constraint.sdc
export NUM_CORES = 4
export LEC_CHECK = 1
export CORE_UTILIZATION = 40
==> /design/flow/constraint.sdc <==
current_design mcp3221_i2c_core

set clk_period 3.9
set clk_io_pct 0.2

create_clock -name clk0 -period $clk_period [get_ports {clk}]

set non_clock_inputs [all_inputs -no_clocks]
set_input_delay [expr $clk_period * $clk_io_pct] -clock clk0 $non_clock_inputs
set_output_delay [expr $clk_period * $clk_io_pct] -clock clk0 [all_outputs]
==> results.yml <==
# flow metrics
status:
  status: "finished with violations"
  violations: "negative setup slack"
clock_tree:
  clock-sinks: 80
  root_buffer: "clkbuf_16"
  clk_latency_ns: 0.35
  htree_levels: 3
  cts_tree: "yes"
  clockBufferDepth: 2
  path_clk_slew_ns: 0.06
  cts_buffers: 9
  hold_buffers: 0
layout:
  layout_top_cell: "nor2_1"
  nFillCells: 1194
  drive_gt1_share_pct: 17.09
  postLayoutCellArea_sq_um: 6513
  area_growth_pct: 23.49
  instances_no_fill: 845
  final_layout_top_logic_cells: "81 x nor2_1, 52 x dfxtp_1, 46 x nand2_1"
critical_path:
  r2r_start: "data_counter[1]"
  start_kind: "flip-flop"
  cp-end-kind: "flip-flop"
  worstPathRequired_ns: 4.00
  crit_arrival_ns: 4.21
  r2r_slack_ns: -0.21
  critPathKind: "flip-flop to flip-flop"
  r2r-end: "dout_register_data[0]"
  path_max_fanout: 3
  ff2ff_path_depth: 16
drt:
  drt_iter0_drc: 243
  antenna_left: 0
  wl_per_cell_um: 15.00
  via_per_inst: 5.580
  num_vias: 4715
  drtPass1Iterations: 5
  wl_mm: 12.68
  antenna_cells: 0
  drc: 0
power_and_ir_drop:
  switching_power_w: 0.001191
  p_comb_share_pct: 37.7
  clock_power_share_pct: 28.4
  ir_worst_vdd_uv: 341.6
  switching_share_pct: 37.86
  p_per_area_nw_per_um2: 483.1
  seqPwrFrac_pct: 33.9
  intPower_w: 0.001955
  power.leakage_nw: 2.337
hold_path:
  min-delay-start: "next_state[2]"
  hold_path_end: "next_state[2]"
  min_path_cells: 2
  min_path_type: "flip-flop to flip-flop"
synth:
  netlist_area_sq_um: 5274
  avgSynthCellArea_sq_um: 8.384
  synth-edff-count: 26
  yosysSeqAreaShare_pct: 35.30
  ys_cells: 629
  synth_flops: 80
  synth_cells: 629
  yosysWarnings: 1
  synth_cell_types: 76
  flop_cell: "dfxtp_1"
  async_flop_share_pct: 0
  yosys_area_sq_um: 5274
floorplan:
  core_sq_um: 12720
  die_width_um: 116.8
  dieArea_sq_um: 13650
  num_rows: 41
  core_util_floorplan_pct: 41.45
  io_pins: 36
  die_h_um: 116.8
grt:
  grt_max_degree: 39
  grtUsageMet1_pct: 30.40
  grt_use_met2_pct: 29.86
  antenna_found_initial: 0
  gr-total-overflow: 0
  grt_busiest_layer: "met1"
  grt_pass1_vias: 4342
  grt_util_met3_pct: 2.937
  grt_use_total_pct: 19.53
  grt_pass1_wl_mm: 20.71
final_timing:
  fmax_mhz: 243.6
  period_used_pct: 105.3
  rsz0062_at_grt: "true"
  slew_violations: 0
  worst_pin_slew_ns: 0.8423
  fin_skew_ns: 0.008332
  finalHoldViolations: 0
  setup_slack_ns: -0.2055
  layout_min_cycle_time_ns: 4.105
  setup-violations-final: 12
  relSlewSlack_pct: 43.41
place:
  hpwl_mm: 8.833
  place_area_sq_um: 5992
  io_buffers: 35
  place.gp.congestion: 0.9181
  place_inst: 825
job:
  max-cap-violations: 0
  warning_count: 36
==> stage by stage <==
step                      setup slack [ns]  utilization [%]  setup TNS, ns  total power, W  hold slack, ns
final                              -0.2055            51.19        -0.7746        0.003146          0.4538
after global routing               -0.4542            51.19         -4.981        0.003326          0.4764
after CTS                          -0.1599            50.24         -1.456        0.003131          0.4588
after detailed placement           -0.2330            47.10         -2.279        0.002219          0.4519
after global placement             -0.1664            47.10         -1.462        0.002217          0.4462
after floorplan                    -0.1747                -        -0.9235        0.001926          0.4207
==> synthesized netlist by cell type, types with 6 or more instances <==
| cell | count | area share, % |
|---|---|---|
| a21o_1 | 6 | 0.85 |
| a21oi_1 | 40 | 3.8 |
| a31oi_1 | 7 | 0.83 |
| and2_1 | 7 | 0.83 |
| clkbuf_1 | 31 | 2.2 |
| dfxtp_1 | 54 | 20 |
| edfxtp_1 | 26 | 15 |
| ha_1 | 22 | 5.2 |
| inv_1 | 20 | 1.4 |
| mux2_2 | 16 | 3.4 |
| mux2i_1 | 9 | 1.7 |
| nand2_1 | 48 | 3.4 |
| nand3_1 | 17 | 1.6 |
| nand4_1 | 13 | 1.5 |
| nor2_1 | 88 | 6.3 |
| nor2b_1 | 6 | 0.71 |
| nor3_1 | 25 | 2.4 |
| nor4_1 | 6 | 0.71 |
| o21ai_0 | 37 | 3.5 |
| or3_1 | 7 | 0.83 |
| xnor2_1 | 16 | 2.7 |
| xor2_1 | 19 | 3.2 |
==> kinds of logic after synthesis <==
| family | share of synthesized area (%) |
|---|---|
| adder cells (fa/ha/maj) | 5.219 |
| AND/OR/NAND/NOR | 25.15 |
| flip-flops | 35.30 |
| buffers and inverters | 4.413 |
| multiplexers | 5.836 |
| AND-OR/OR-AND | 17.41 |
| XOR/XNOR | 6.667 |
==> worst max-delay path by stage <==
stage / startpoint / endpoint / slack, ns / depth (start not counted)
6_report: data_counter[1] / dout_register_data[0] / -0.21 / 16
5_1_grt: data_counter[1] / dout_register_data[0] / -0.45 / 15
4_1_cts: data_counter[0] / dout_register_data[0] / -0.16 / 16
==> layer usage <==
| layer | vias up | routed length, um |
|---|---|---|
| li1 | 2368 | - |
| met1 | 2218 | 6188 |
| met2 | 112 | 5702 |
| met3 | 17 | 582 |
| met4 | 0 | 204 |
| met5 | - | 0 |
==> sequential cells by signal, summed over array words and instances, names as in the netlist, 4 cells and up <==
name                  cells
dout_register_data       16
next_state                4
byte_counter              8
state                     4
device_address_store      7
transaction_stage         5
clk_divider_counter      16
data_counter              8
==> repair_timing <==
action	4_1_cts	5_1_grt
resized	9	22
setup endpoints to repair	16	16
pin swaps	9	4
endpoints found under the hold margin	0	0
buffers inserted	4	0
==> layout make-up <==
class | count | area [sq um] | share of cell area, %
clock inverter | 7 | 86.33 | 1.326
inverter | 22 | 87.58 | 1.345
sequential | 80 | 1867 | 28.66
timing repair buffer | 65 | 588.1 | 9.030
multi-input combinational | 490 | 3443 | 52.87
clock buffer | 9 | 225.2 | 3.458
tap | 172 | 215.2 | 3.305
==> power by group through the flow <==
stage / Combinational (W) / Sequential, W / Clock (W)
4_1_cts: 0.00115 / 0.00106 / 0.000913
5_1_grt: 0.00130 / 0.00108 / 0.000945
6_report: 0.00119 / 0.00107 / 0.000893
==> critical path: stages, from the launching register on <==
cell and delay, ns:
dfxtp_2 0.33, inv_2 0.05, ha_4 0.23, or2_4 0.25
or2_1 0.22, o211ai_1 0.24, xor2_2 0.17, nor4_4 0.38
nand2_1 0.14, inv_2 0.10, ha_4 0.20, nor4b_2 0.24
nand4_1 0.14, or4_4 0.44, nor4_2 0.19, o2111a_1 0.26
mux2_4 0.30
Power figures rest on the tool's default switching activity, not on a simulated workload.
