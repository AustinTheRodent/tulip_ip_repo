===== design/flow/run.sh =====
#!/bin/bash
# OpenROAD 26Q1-2900-gdf79404cd8, Yosys 0.63+post, stock flow scripts
make -C /OpenROAD-flow-scripts/flow DESIGN_CONFIG=/design/flow/config.mk WORK_HOME=/design/flow/orfs finish

===== design/flow/constraint.sdc =====
current_design complex_multiply

set clk_period 18.9
set clk_io_pct 0.2

create_clock -name clk0 -period $clk_period [get_ports {clk}]

set non_clock_inputs [all_inputs -no_clocks]
set_input_delay [expr $clk_period * $clk_io_pct] -clock clk0 $non_clock_inputs
set_output_delay [expr $clk_period * $clk_io_pct] -clock clk0 [all_outputs]

===== design/flow/config.mk =====
export PLATFORM = sky130hd
export DESIGN_NAME = complex_multiply
export DESIGN_NICKNAME = complex_multiply
export VERILOG_FILES = /design/flow/design.v
export SDC_FILE = /design/flow/constraint.sdc
export NUM_CORES = 4
export LEC_CHECK = 1
export CORE_UTILIZATION = 50

===== design/flow/design.v =====
module complex_multiply
#(
  parameter int G_DIN1_DWIDTH = 16,
  parameter int G_DIN2_DWIDTH = 16,
  parameter int G_DOUT_WIDTH  = 33,
  parameter int G_RIGHT_SHIFT_AMOUNT = 16
)
(
  input  logic  clk,
  input  logic  reset,
  input  logic  enable,
  input  logic [G_DIN1_DWIDTH-1:0]  din1_re,
  input  logic [G_DIN1_DWIDTH-1:0]  din1_im,
  input  logic                      din1_valid,
  output logic                      din1_ready,
  input  logic [G_DIN2_DWIDTH-1:0]  din2_re,
  input  logic [G_DIN2_DWIDTH-1:0]  din2_im,
  input  logic                      din2_valid,
  output logic                      din2_ready,
  output logic [G_DOUT_WIDTH-1:0]  dout_re,
  output logic [G_DOUT_WIDTH-1:0]  dout_im,
  output logic                                      dout_valid,
  input  logic                                      dout_ready
);
  typedef enum
  {
    SM_INIT,
    SM_GET_INPUT,
    SM_MULTIPLY,
    SM_ADD,
    SM_RIGHT_SHIFT,
    SM_SEND_OUTPUT
  } state_t;
  state_t state;
  logic signed [G_DIN1_DWIDTH-1:0] din1_store_re;
  logic signed [G_DIN1_DWIDTH-1:0] din1_store_im;
  logic signed [G_DIN1_DWIDTH-1:0] din2_store_re;
  logic signed [G_DIN1_DWIDTH-1:0] din2_store_im;
  logic signed [1+G_DIN1_DWIDTH+G_DIN2_DWIDTH-1:0] mult_i1i2;
  logic signed [1+G_DIN1_DWIDTH+G_DIN2_DWIDTH-1:0] mult_q1q2;
  logic signed [1+G_DIN1_DWIDTH+G_DIN2_DWIDTH-1:0] mult_i1q2;
  logic signed [1+G_DIN1_DWIDTH+G_DIN2_DWIDTH-1:0] mult_q1i2;
  logic signed [1+G_DIN1_DWIDTH+G_DIN2_DWIDTH-1:0] dout_re_long;
  logic signed [1+G_DIN1_DWIDTH+G_DIN2_DWIDTH-1:0] dout_im_long;
  logic signed [1+G_DIN1_DWIDTH+G_DIN2_DWIDTH-1:0] dout_re_rs;
  logic signed [1+G_DIN1_DWIDTH+G_DIN2_DWIDTH-1:0] dout_im_rs;
  always @ (posedge clk) begin
    mult_i1i2 <= din1_store_re * din2_store_re;
    mult_q1q2 <= din1_store_im * din2_store_im;
    mult_i1q2 <= din1_store_re * din2_store_im;
    mult_q1i2 <= din1_store_im * din2_store_re;
  end
  always @ (posedge clk) begin
    if (reset == 1 || enable == 0) begin
      din1_ready  <= 1;
      din2_ready  <= 1;
      dout_valid  <= 0;
      state       <= SM_INIT;
    end
    else begin
      case (state)
        SM_INIT : begin
          din1_ready  <= 1;
          din2_ready  <= 1;
          state       <= SM_GET_INPUT;
        end
        SM_GET_INPUT : begin
          if (din1_valid & din1_ready == 1) begin
            din1_store_re <= signed'(din1_re);
            din1_store_im <= signed'(din1_im);
            din1_ready    <= 0;
          end
          if (din2_valid & din2_ready == 1) begin
            din2_store_re <= signed'(din2_re);
            din2_store_im <= signed'(din2_im);
            din2_ready    <= 0;
          end
          if (din1_ready == 0 && din2_ready == 0) begin
            state         <= SM_MULTIPLY;
          end
        end
        SM_MULTIPLY : begin
          state     <= SM_ADD;
        end
        SM_ADD : begin
          dout_re_long  <= mult_i1i2 - mult_q1q2;
          dout_im_long  <= mult_i1q2 + mult_q1i2;
          state         <= SM_RIGHT_SHIFT;
        end
        SM_RIGHT_SHIFT : begin
          dout_re_rs  = dout_re_long >>> G_RIGHT_SHIFT_AMOUNT;
          dout_im_rs  = dout_im_long >>> G_RIGHT_SHIFT_AMOUNT;
          if (dout_re_rs > 2**(G_DOUT_WIDTH-1)-1) begin
            dout_re <= 2**(G_DOUT_WIDTH-1)-1;
          end
          else if (dout_re_rs < -(2**(G_DOUT_WIDTH-1))) begin
            dout_re <= -(2**(G_DOUT_WIDTH-1));
          end
          else begin
            dout_re <= dout_re_rs;
          end
          if (dout_im_rs > 2**(G_DOUT_WIDTH-1)-1) begin
            dout_im <= 2**(G_DOUT_WIDTH-1)-1;
          end
          else if (dout_im_rs < -(2**(G_DOUT_WIDTH-1))) begin
            dout_im <= -(2**(G_DOUT_WIDTH-1));
          end
          else begin
            dout_im <= dout_im_rs;
          end
          dout_valid  <= 1;
          state       <= SM_SEND_OUTPUT;
        end
        SM_SEND_OUTPUT : begin
          if (dout_valid & dout_ready == 1) begin
            din1_ready  <= 1;
            din2_ready  <= 1;
            dout_valid  <= 0;
            state       <= SM_GET_INPUT;
          end
        end
      endcase
    end
  end
endmodule

==> run summary <==
impl run done, here's what came out: status=complete, no violations, top cells by count=1179 x inv_1, 1048 x fa_1, 512 x nand2_1, Num CTS Buffers=37, Crit Path Max Fanout=14, arrival time worst endpoint=7.58 ns, total track usage=26.28%, drt total wl=109600 um, WL/cell=around 18 um, Synth Area in XOR/XNOR=3.062%, CTS tree=yes, Avg Cell Area, Syn=9.755 sq um, die y size=~310 um, Worst path top cell family by delay=adder cells, pre-CTS WS=11.81 ns, chip area=97920 sq um, FP Rows=113, Clock Skew=about 0.018 ns, Dominant combinational family=adder cells, CP Launch Type=flip-flop, VDD IR-drop max=roughly 77 uV, Min Clock Period, post-route=7.068 ns, Top-area cell share=43.41%, Initial DRT Pass Iterations=5, Synth Flop Type=dfxtp_1, vias in the first global route=33.64k, starting DRC count in detailed routing=~1.2k, Cells after Synth=4955, top cell type by total area after synthesis=fa_1, post-CTS setup buffers=0, Synth mux share=0%, Die X=312.9 um, Flops after synth=271, Init Core Util=between 50% and 60%, Hold Vio Cnt, Final=0, most frequent cell on the critical path=fa_1, share of cells above drive strength 1=3.219%, yosys simple share=13.00%, routability cong.=0.9279, post-synth cell types=70, clock latency on the worst-skew pair=0.59 ns, Clock Tree Buf Depth=3, Core ar.=95440 sq um, Hold/Removal Path Class=reg2reg, Tightest Pin Transition=just under 1 ns, tool warnings=25, max_cap viols=0, biggest area cells=fa_1 43%, ha_1 10%, inv_1 9.2%, edfxtp_1 8.3%, and2_1 6.4%, post-route ant nets=0, Post-CTS Resized=0, pwr/cell area=slightly above 80 nW/um^2, Rel. slew slack=32.74%, first-pass GRT wire length=approximately 180000 um, pin count of the biggest net entering global routing=37, vias=31.53k, Port Buffer Count=138, CP Buf/Inv Count=4, # setup viols final=0, CTS sink cnt=271, Post-CTS Hold Buffers=0, Sum Neg Setup Slack=0 ns, Clock Tree Root=clkbuf_16, Syn. warnings=1, worst-path cell chain=inv_1 > buf_4 > nor2_1 > fa_1 > fa_1 > fa_1 > fa_1 > fa_1 > inv_1 > fa_1 > inv_1 > ha_1 > a21oi_1 > a21boi_0 > nand3_1 > a21oi_1 > o21ai_0 > o31a_1 > a21oi_1 > o21a_1 > nor2_1 > xnor2_1, and-or/or-and share of the synthesized area=4.996%, drc violations=0, initial antenna violation count=2, max incr delay on CP=0.68 ns, Final Cycle Share=a little under two fifths, post-DP HPWL=a little over 80000 um, Post-synth EDFFs=134, Slew Viols, Final=0, post-DR vias/cell=slightly above 5, fin worst setup slack=11.83 ns, crit path kind=reg2reg, Synth top cell by count=inv_1, share of flip-flops with an asynchronous set or reset=0%, Worst Setup End Kind=flip-flop, Adder Share, Synth=53.50%, Max Fclk=0.1415 GHz, Yosys Chip Area=a little under 50000 sq um, ys cells=4955, area grow syn2layout=7.724%, Post-synth seq share=between 10 and 15%, I/O pins=139, RSZ-0062 raised after global routing=false, Reg clk slew, reported paths=0.05 ns, H-tree Lvls=2, fillers=8430, Critical Path RT=19.41 ns, Hold WS=between 0.4 and 0.5 ns, Cell Area, Synth=48330 sq um, total gr overflow=0, Leak=25.71 nW, slowest CP cell=o21ai_0
[registers in the layout, summed over array words and instances, names as in the netlist, 16 cells and up]
register,cells
dout_re,18
dout_im_long,17
din1_store_im,16
mult_q1i2,32
din1_store_re,16
mult_i1q2,32
mult_q1q2,32
dout_re_long,17
dout_im,18
din2_store_im,16
mult_i1i2,32
din2_store_re,16
[stage by stage]
| step | std cells | util (%) | instance area, sq um | total power (W) |
|---|---|---|---|---|
| 2_1_floorplan | 4955 | - | 48330 | 0.002798 |
| 3_3_place_gp | 6167 | 53.18 | 50760 | 0.003542 |
| 3_5_place_dp | 6167 | 53.18 | 50760 | 0.003542 |
| 4_1_cts | 6235 | 54.56 | 52060 | 0.004331 |
| 5_1_grt | 6235 | 54.56 | 52060 | 0.004670 |
| 6_report | 6236 | 54.56 | 52070 | 0.004253 |
[cell usage in the layout, fill, tap and decap left out, types with 5 or more instances in the layout]
cell             netlist  layout
and2_1               496     494
clkbuf_8               0       7
o211ai_1              11      11
clkbuf_16              0      41
a31oi_1                8       8
nor2_1               130     128
a21oi_1              122     122
fa_1                1048    1048
nand2b_1              35      35
inv_1               1179    1179
o21bai_1              20      20
o21ai_1                5       5
edfxtp_1             134     134
buf_4                 30      72
a211o_1                6       6
a21boi_0               8       8
nand3_1               20      20
clkinv_2               0       5
xnor2_1              133     133
o31ai_1                8       8
nand4_1               12      12
o21a_1                26      26
a211oi_1              14      14
and3_1                 5       5
o21ai_0               58      58
ha_1                 390     390
xor2_1                36      36
nor2b_1               16      16
dfxtp_1              137     137
clkdlybuf4s50_1        0     138
nor3_1                20      20
a21o_1                40      40
nand2_1              512     512
[final timing paths]
| kind | start | to | slack (ns) | depth (start not counted) |
|---|---|---|---|---|
| worst max register to register | din2_store_re[15] | mult_i1i2[31] | 11.83 | 22 |
| worst min register to register | dout_im_long[20] | dout_im[4] | 0.42 | 0 |
| worst max-delay path | din2_store_re[15] | mult_i1i2[31] | 11.83 | 22 |
| worst min-delay path | dout_im_long[20] | dout_im[4] | 0.42 | 0 |
[report_power, final]
group,switching [W],internal (W)
sequential,0.0000549,0.000809
clock,0.000294,0.000454
combinational,0.00154,0.00110
[kinds of logic after synthesis]
family	Yosys count
flops	271
buf+inv	1443
simple gates	1265
compound gates	369
xor+xnor	169
fa+ha+maj	1438
[final cells by class]
class                      instances  area (sq um)  share of cell area [%]
antenna                            1         2.502                0.004806
clock buffer                      53          1145                   2.199
clock inverter                    15         163.9                  0.3148
inverter                        1180          4429                   8.507
multi-input combinational       3241         36060                   69.25
sequential                       271          6766                   13.00
tap                             1265          1583                   3.040
timing repair buffer             210          1922                   3.691
[layer usage]
layer  GRT usage, %  wire length (um)  vias to the layer above
met2          38.45             49920                     1121
met5         0.2901                36                        -
met4          7.173              4207                        2
met3          8.266              9193                      145
li1               -                 -                    14600
met1          41.00             46240                    15660
Power and IR drop assume default switching activity.
